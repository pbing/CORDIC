## ./run.sh

```bash
#!/bin/bash
# OpenROAD 26Q1-2900-gdf79404cd8, Yosys 0.63+post, stock flow scripts
make -C /OpenROAD-flow-scripts/flow DESIGN_CONFIG=/design/flow/config.mk WORK_HOME=/design/flow/orfs finish
```

## ./config.mk

```make
export PLATFORM = sky130hd
export DESIGN_NAME = cordic
export DESIGN_NICKNAME = cordic
export VERILOG_FILES = /design/flow/design.v
export SDC_FILE = /design/flow/constraint.sdc
export NUM_CORES = 4
export LEC_CHECK = 1
export CORE_UTILIZATION = 50
export SYNTH_HDL_FRONTEND = slang
```

## ./constraint.sdc

```tcl
current_design cordic

set clk_period 22.7
set clk_io_pct 0.2

create_clock -name clk0 -period $clk_period [get_ports {clk}]

set non_clock_inputs [all_inputs -no_clocks]
set_input_delay [expr $clk_period * $clk_io_pct] -clock clk0 $non_clock_inputs
set_output_delay [expr $clk_period * $clk_io_pct] -clock clk0 [all_outputs]
```

## ./design.v

```verilog
module cordic
  #(vectoring = 0,                                 
    width = 16,                                    
    iterations = width + 2,                        
    guard_bits = iterations - 1)                   
   (input  wire                       reset,       
    input  wire                       clk,         
    input  wire                       en,          
    input  wire  signed [width - 1:0] x0, y0, z0,  
    output logic signed [width    :0] x, y,        
    output logic signed [width - 1:0] z);          
   const bit signed [width - 1:0] pi_2 = 2**(width - 2);  
const bit signed [width + guard_bits - 1:0] atan_z[iterations] = '{33'd1073741824, 33'd633866811, 33'd334917815, 33'd170009512, 33'd85334662, 33'd42708931, 33'd21359677, 33'd10680490, 33'd5340327, 33'd2670173, 33'd1335088, 33'd667544, 33'd333772, 33'd166886, 33'd83443, 33'd41722, 33'd20861, 33'd10430};
   logic signed [width + guard_bits    :0] xr[iterations + 1], yr[iterations + 1];
   logic signed [width + guard_bits - 1:0] zr[iterations + 1];
   always_ff @(posedge clk or posedge reset)
     if (reset)
       for (int i = 0; i < iterations + 1; ++i)
         begin
            xr[i] <= '0;
            yr[i] <= '0;
            zr[i] <= '0;
         end
     else
       if (en)
         for (int i = -1; i < iterations; ++i)
           if (i == -1)
             if (vectoring == 1)
               if (x0 < 0 && y0 >= 0)  
                 begin
                    xr[0] <= y0          << guard_bits;
                    yr[0] <= -x0         << guard_bits;
                    zr[0] <= (z0 + pi_2) << guard_bits;
                 end
               else if (x0 < 0 && y0 < 0)  
                 begin
                    xr[0] <= -y0         << guard_bits;
                    yr[0] <= x0          << guard_bits;
                    zr[0] <= (z0 - pi_2) << guard_bits;
                 end
               else
                 begin
                    xr[0] <= x0 << guard_bits;
                    yr[0] <= y0 << guard_bits;
                    zr[0] <= z0 << guard_bits;
                 end
             else
               if (z0[$left(z0)-:2] == 2'b10)  
                 begin
                    xr[0] <= y0          << guard_bits;
                    yr[0] <= -x0         << guard_bits;
                    zr[0] <= (z0 + pi_2) << guard_bits;
                 end
               else if (z0[$left(z0)-:2] == 2'b01)  
                 begin
                    xr[0] <= -y0         << guard_bits;
                    yr[0] <= x0          << guard_bits;
                    zr[0] <= (z0 - pi_2) << guard_bits;
                 end
               else
                 begin
                    xr[0] <= x0 << guard_bits;
                    yr[0] <= y0 << guard_bits;
                    zr[0] <= z0 << guard_bits;
                 end
           else
             if (vectoring == 1)
               if (yr[i] >= 0)
                 begin
                    xr[i + 1] <= xr[i] + (yr[i] >>> i);
                    yr[i + 1] <= yr[i] - (xr[i] >>> i);
                    zr[i + 1] <= zr[i] + atan_z[i];
                 end
               else
                 begin
                    xr[i + 1] <= xr[i] - (yr[i] >>> i);
                    yr[i + 1] <= yr[i] + (xr[i] >>> i);
                    zr[i + 1] <= zr[i] - atan_z[i];
                 end
             else
               if (zr[i] < 0)
                 begin
                    xr[i + 1] <= xr[i] + (yr[i] >>> i);
                    yr[i + 1] <= yr[i] - (xr[i] >>> i);
                    zr[i + 1] <= zr[i] + atan_z[i];
                 end
               else
                 begin
                    xr[i + 1] <= xr[i] - (yr[i] >>> i);
                    yr[i + 1] <= yr[i] + (xr[i] >>> i);
                    zr[i + 1] <= zr[i] - atan_z[i];
                 end
   always_ff @(posedge clk or posedge reset)
     if (reset)
       begin
          x <= '0;
          y <= '0;
          z <= '0;
       end
     else
       if (en)
         begin
            x <= round_result(xr[iterations]);
            y <= round_result(yr[iterations]);
            z <= round_result(zr[iterations]);
         end
   function signed [width:0] round_result(input signed [width + guard_bits:0] x);
      return (x + 2**(guard_bits - 1)) >>> guard_bits;
   endfunction
endmodule
```

==> changes_impl.md <==
## Implementation

* Worst Setup Slack, final at between 10000 and 15000 ps
* Sinks on the clock net at 1698
* TritonCTS clock tree: done
* Vias after detailed routing at 118716
* Slew @ Worst Pin at roughly 1100 ps
* Sequential share of the synthesized area at 28.7%
* Count of library flops with an enable pin at 0
* Highest Clock Rate at 122 MHz
* Kind of critical path: input pin to async pin
* Effective utilization at floorplan at roughly 50%
* I/O Pins at 101
* Number of antenna violations at the first check in global routing at 4
* Die Wd at between 500 and 600 um
* Worst EP arrival at just over 9000 ps
* Most common reg cell: dfrtp_1
* Cell count of the worst reg-to-reg path at 20
* GRT Residual Overflow at 0
* Kind of start point of the critical path: input pin
* Most popular library cell in the synthesized design by count: a21oi_1
* Count of buffers from port buffering at approximately 100
* Shortest period the worst path allows at ~8200 ps
* Via count of the first global-routing pass at around 110k
* Worst-case clock buffer depth at 4
* Count of instantiated cells in the yosys netlist at between 15000 and 20000
* Mean post-synth cell area at between 8 and 9 sq um
* Most area-hungry cell type in the Yosys netlist: dfrtp_1
* Number of hold buffers added after cts at 0
* DR vias/cell at ~5.7
* Initial DRT Pass Iterations at 20
* Maximum fanout encountered on the critical timing path at 55
* Violation tally from detailed-route iteration zero at between 7000 and 8000
* Vertical die dimension at around 550 um
* Max-slew headroom at the worst pin at roughly 22%
* Post-route fraction of the period consumed by the critical path at 36.0%
* Tally of filler cells in the layout at about 27000
* Row cnt at slightly below 200
* Cell at the root of the clock tree: clkbuf_16
* Dominant cell area share at between 20 and 30%
* Worst hold path type: flip-flop to flip-flop
* H-Tree Depth at 4
* GRT Util Overall at around a quarter
* Number of gates resized after cts at 0
* Count of warnings emitted by yosys at 0
* Yosys-reported design area after synthesis at between 100000 and 150000 sq um
* Core area at about 300000 sq um
* Worst-case register-to-register setup slack at 16730 ps
* Required arrival time at the worst endpoint at approximately 24000 ps
* Clock Latency Late Sink at 900 ps
* Number of buffers inserted during clock tree synthesis at 208
* Layout-stage area growth over the synthesis result at 8.38%
* Final Max Tran Viols at 0
* List of most frequent post-synthesis cells: a21oi_1, dfrtp_1, ha_1
* Worst slack, placed at 13280 ps
* Total setup violations reported at the end of the flow at 0
* Worst flop-to-flop path startpoint: xr[59]
* Hold depth at 1
* Fraction of layout cells with a size suffix above 1 at slightly above 10%
* Max-cap violations at 0
* Run status: finished, final reports clean
* Worst clock skew at approximately 42 ps
* Maximum number of pins on one net before global-route repair at around 140
* Gate Count Post-Synth at about 17000
* Chip footprint at 298000 sq um
* Synth cell types at slightly above 90
* Synthesized cell area at 148000 sq um
* Kind of capture point of the worst setup path: async pin
* Reg2Reg Capture Point: yr[32]
* Number of antenna-violating nets in the routed design at 0
* Number of buffers inserted by post-CTS setup repair at 0
* Sum of routed wire length over all layers at between 300 and 400 mm
* Worst Setup EP: yr[645]
* Tally of OpenROAD warnings at roughly 85
* Critical Path Start: reset
* RD Place Congestion at roughly 0.94
* Number of DRC violations after detailed routing at 0
* Accumulated negative setup slack at 0 ps
* Number of synthesized register bits at approximately 1700
* Async set-reset flop share out of synthesis at around 100%
* Wire length of the first global-routing pass at ~620 mm
* Worst Hold Slack at about 470 ps
* Post-DR wirelength/cell at roughly 18 um
* Clock slew at the register clock pins of the worst setup and hold paths at approximately 60 ps
* Placed wire-length estimate after detailed placement at around 290 mm
* Cell types occupying the most area after synthesis: dfrtp_1, ha_1, mux2_2
* Unrepaired setup endpoints after global routing: no
* Final count of hold timing violations at 0
==> metrics by stage <==
stage / cell area, sq um / std cells / util [%]
3_3_place_gp: 153000 / 20342 / 52.1
3_5_place_dp: 153000 / 20342 / 52.1
4_1_cts: 161000 / 20722 / 54.6
2_1_floorplan: 148000 / 16657 / -
5_1_grt: 161000 / 20723 / 54.6
6_report: 161000 / 20724 / 54.6
==> kinds of logic after synthesis <==
logic type / synth area share, %
AOI/OAI and AO/OA: 20.1
xor gates and xnor gates: 11.9
adders and majority gates: 13.9
buffers and inverters: 2.90
DFF: 28.7
muxes: 9.15
and+or+nand+nor: 13.4
==> worst max-delay path, cell delays in order <==
cell and delay, ps:
clkdlybuf4s50_1 440, clkinvlp_4 350, buf_4 600, buf_4 640, buf_4 480, buf_4 650
buf_4 650, buf_4 630
==> worst min-delay path by stage <==
stage,from,to,slack [ps]
6_report,zr[166],zr[133],470
5_1_grt,zr[166],zr[133],510
4_1_cts,zr[166],zr[133],470
==> cell type report <==
class | instances | area (sq um) | share of cell area [%]
antenna | 2 | 5.00 | 0.00312
multi-input combinational | 13814 | 101000 | 63.1
clock buffer | 287 | 6020 | 3.75
timing repair buffer | 250 | 2200 | 1.37
tap | 3919 | 4900 | 3.05
sequential | 1698 | 42500 | 26.5
clock inverter | 93 | 1080 | 0.675
inverter | 661 | 2490 | 1.55
==> cells in the final DEF, fill, tap and decap left out, drive strengths merged, types with 82 or more instances in the layout <==
cell	netlist	layout
xnor2	1381	1381
nand3	253	253
nand2b	199	199
nor2	1404	1404
o211ai	95	95
nand2	977	977
clkbuf	398	287
a21oi	1805	1805
buf	86	152
mux2	1089	1089
a211oi	140	140
clkdlybuf4s50	0	98
o31ai	120	120
ha	1567	1567
a31oi	167	167
dfrtp	1698	1698
nor2b	184	184
o21bai	215	215
inv	657	668
a21o	617	617
o21a	180	180
and2	82	82
and3	128	128
xor2	640	640
nand4	89	89
o21ai	862	862
or3	111	111
nor3	422	422
mux2i	129	129
nor4	97	97
==> routing by layer <==
layer  vias up  GRT usage (%)  routed length (um)  part of all wire, %
met1     55834           40.5              185000                   49
li1      60502              -                   -                    -
met3       439           3.26               16400                  4.3
met4         0           4.94                8450                  2.2
met5         -              0                   0                    0
met2      1941           40.4              169000                   45
==> state kept, by name, summed over array words and instances (netlist names) <==
| register | flops |
|---|---|
| zr | 562 |
| xr | 544 |
| yr | 542 |
| x | 17 |
| y | 17 |
| z | 16 |
